**/design/flow/run.sh**
```bash
#!/bin/bash
# OpenROAD 26Q1-2900-gdf79404cd8, Yosys 0.63+post, stock flow scripts
make -C /OpenROAD-flow-scripts/flow DESIGN_CONFIG=/design/flow/config.mk WORK_HOME=/design/flow/orfs finish
```
**/design/flow/config.mk**
```make
export PLATFORM = sky130hd
export DESIGN_NAME = MDR
export DESIGN_NICKNAME = MDR
export VERILOG_FILES = /design/flow/design.v
export SDC_FILE = /design/flow/constraint.sdc
export NUM_CORES = 4
export LEC_CHECK = 1
export CORE_AREA = 10 10 94 94
export DIE_AREA = 0 0 104 104
```
**/design/flow/constraint.sdc**
```tcl
current_design MDR

set clk_period 1.0
set clk_io_pct 0.2

create_clock -name clk0 -period $clk_period [get_ports {readEn}]
create_clock -name clk1 -period $clk_period [get_ports {writeEn}]

set non_clock_inputs [all_inputs -no_clocks]
set_input_delay [expr $clk_period * $clk_io_pct] -clock clk0 $non_clock_inputs
set_output_delay [expr $clk_period * $clk_io_pct] -clock clk0 [all_outputs]
```
**/design/flow/design.v**
```verilog
module MDR(bus, dReadIn, dToWriteOut, readEn, writeEn, rOutEn, reset);
	input wire[15:0] dReadIn;
	input wire rOutEn, readEn, writeEn, reset;
	output reg[15:0] dToWriteOut;
	inout wire[15:0] bus;
	reg [15:0] savedData;
	always @(posedge readEn or posedge reset)
	begin
		if(reset == 1) savedData <= 16'd0;
		else savedData <= dReadIn;
	end
	assign bus = rOutEn == 1 ? savedData : 16'bz; 
	always @(posedge writeEn or posedge reset)
	begin
		if (reset == 1) dToWriteOut <= 16'd0;
		else dToWriteOut <= bus;
	end
endmodule
```
==> impl_metrics.tcl <==
# collected from the flow reports
set metrics [dict create \
    status "complete, but fails checks" \
    failed_checks "hold timing" \
    initCoreUtil_pct 11.8 \
    routedWlPerCell_um 13.0 \
    synth_top_cell_by_count "dfrtp_1" \
    ant_nets 0 \
    setup_viol 0 \
    antennaDiodeCount 0 \
    cp-start-kind "register" \
    cp_slowest_cell "dfrtp_1" \
    grt-ovfl-total 0 \
    cts_sinks 32 \
    clk_pin_slew_ns 0.07 \
    die-area_um2 10800 \
    totalPowerFinal_w 0.00248 \
    combGateArea_um2 0 \
    rsz0062_at_grt "no" \
    worstPathRequired_ns 0.80 \
    grt_pass1_wl_um 3250 \
    cp_top_family "flip-flops" \
    synth_cells 33 \
    top_cells_by_count "32 x dfrtp_1, 1 x inv_1" \
    endpoint_kind "primary output" \
    num_io_pins 52 \
    ys_cells 33 \
    netlist.area_leader.share_pct 99.5 \
    critPathArrivalTime_ns 0.76 \
    core_um2 6830 \
    vias_per_cell 2.47 \
    finalHoldViolations 12 \
    place_congestion 0.645 \
    synth_cell_types 2 \
    drt_iter0_drc 12 \
    synth-edff-count 0 \
    yosys.area.top_type "dfrtp_1" \
    slowest_delay_ns 0.35 \
    postCtsSetupBuffers 0 \
    synth_area_um2 805 \
    syn_to_final_growth_pct 61.9 \
    wirelength_um 2210 \
    yosys_warnings 2 \
    comb_cells 0 \
    io_buffers 33 \
    critPathBufInv 1 \
    timing.hold.ws_ns -0.0141 \
    avgSynthCellArea_um2 24.4 \
    crit_fanout 1 \
    yosys_area_um2 805 \
    final_area_um2 1300 \
    die_y_um 104 \
    dr_total_vias 420 \
    hp-class "in2reg" \
    antenna_found_initial 0 \
    worst_slew_pin_slew_ns 0.171 \
    ys_seq_share_pct 99.5 \
    firstDrtPassIters 2 \
    flop_cell "dfrtp_1" \
    route.detailed.drc 0 \
    grt_max_degree 17 \
    leakage_nw 0.572 \
    cts_tree "yes" \
    drive_above_1_share_pct 31.1 \
    fp-row-count 30 \
    synthTopCellsByArea "dfrtp_1 100%, inv_1 0.47%" \
    grt_pass1_vias 499 \
    peakVddDrop_mv 0.380 \
    place_area_um2 1290 \
    die_x_um 104 \
    ys.flops 32 \
    slew-limit-headroom_pct 88.6 \
    async_flop_share_pct 100 \
    p_per_area_nw_per_um2 1900 \
    track_usage_pct 3.96 \
    maxCapViolCount 0 \
    critPathKind "reg2out" \
    crit_chain "clkdlybuf4s15_1" \
    maxSlewViolCount 0 \
    tool_warnings 29 \
]
## power breakdown
part | internal [W] | switching (W) | leakage, nW | total, W
combinational | 0.0000948 | 0.0000420 | 0.156 | 0.000137
sequential | 0.00136 | 0.0000234 | 0.373 | 0.00138
clock | 0.000533 | 0.000422 | 0.0431 | 0.000955
## registers in the layout, summed over array words and instances, names as in the netlist
signal       cells
dToWriteOut     16
bus             16
## per-layer routing
layer	GRT usage (%)	up-vias	routed length, µm
met5	0	-	0
met4	1.59	0	49
met3	2.51	2	272
met2	6.44	25	1150
met1	3.96	211	743
li1	-	182	-
## placed cells by master, fill, tap and decap left out
master	instances
inv_1	1
buf_12	2
clkbuf_8	6
buf_2	5
clkdlybuf4s50_1	17
clkbuf_2	10
dfrtp_1	32
clkdlybuf4s15_1	1
## repair_timing
action / CTS / global route
gates resized: 38 / 10
hold endpoints to repair: 16 / 16
pin swaps: 0 / 0
setup endpoints to repair: 16 / 10
## logic make-up (layout without fill, tap and decap cells)
group / count (synthesis) / after routing / share of synthesized area, %
buffers and inverters: 1 / 42 / 0.466
DFF: 32 / 32 / 99.5
## path summary, 6_finish.rpt
check | cells past startpoint | end | start | slack, ns
min | 0 | dToWriteOut[6] | bus[6] | -0.01
max | 1 | dToWriteOut[9] | dToWriteOut[9] | 0.04
min reg2reg | 0 | dToWriteOut[6] | bus[6] | 0.37
max reg2reg | 0 | dToWriteOut[2] | bus[2] | 0.49
min in group asynchronous | 3 | dToWriteOut[13] | reset | 0.33
max in group clk1 | 0 | dToWriteOut[2] | bus[2] | 0.49
min in group clk0 | 1 | bus[12] | dReadIn[12] | 0.39
max in group asynchronous | 3 | dToWriteOut[14] | reset | 0.54
## stage by stage
step	utilization [%]	setup slack (ns)	hold WS, ns	TNS [ns]	std cells
3_3_place_gp	19.0	-0.00214	0.245	-0.00214	164
4_1_cts	19.8	0.00232	-0.0179	0	170
6_report	19.1	0.0407	-0.0141	0	170
3_5_place_dp	19.0	0.00217	0.245	0	164
2_1_floorplan	-	0.109	0.231	0	33
5_1_grt	19.1	0.00844	-0.0237	0	170
## final cells by class
cell class,instances,area [µm²]
repair buffers,35,295
flip-flops and latches,32,801
inverters,1,3.75
fillers,749,5530
clock buffers,6,82.6
well taps,96,120
No activity file was given, so power comes from the tool's default toggle rates.

==> flow/design.v <==
module PC(reset, count, outEn, bus);
	input wire count, reset, outEn;
	output wire [15:0] bus;
	reg[15:0] address, nextAddress;
	always @(posedge count or posedge reset)
	begin
		if (reset == 1)
		begin
			address <= 16'd0;
			nextAddress <= 16'd0;
		end
		else
		begin
			nextAddress <= address;
			address <= address + 16'd1;
		end 
	end
	assign bus = (outEn == 1) ? nextAddress : 16'bz;
endmodule
==> flow/run.sh <==
#!/bin/bash
# OpenROAD 26Q1-2900-gdf79404cd8, Yosys 0.63+post, stock flow scripts
make -C /OpenROAD-flow-scripts/flow DESIGN_CONFIG=/design/flow/config.mk WORK_HOME=/design/flow/orfs finish
==> flow/config.mk <==
export PLATFORM = sky130hd
export DESIGN_NAME = PC
export DESIGN_NICKNAME = PC
export VERILOG_FILES = /design/flow/design.v
export SDC_FILE = /design/flow/constraint.sdc
export NUM_CORES = 4
export LEC_CHECK = 1
export CORE_AREA = 10 10 103 103
export DIE_AREA = 0 0 113 113
==> flow/constraint.sdc <==
current_design PC

set clk_period 2.9
set clk_io_pct 0.2

create_clock -name clk0 -period $clk_period [get_ports {count}]

set non_clock_inputs [all_inputs -no_clocks]
set_input_delay [expr $clk_period * $clk_io_pct] -clock clk0 $non_clock_inputs
set_output_delay [expr $clk_period * $clk_io_pct] -clock clk0 [all_outputs]
==> metrics.yaml <==
status: "finished, final reports clean"
die_w_um: 113
synthDistinctLibCells: 14
grt_remaining_overflow: 0
postCtsResizedCells: 0
routed-wl-met2_um: 815
via_per_inst: 2.97
common_cells: "dfrtp_1, xor2_1, inv_1, xnor2_1"
grt_pass1_vias: 715
yosys_area_mm2: 0.00110
path_clk_slew_ns: 0.07
edf_count: 0
drc: 0
power_mw: 0.875
portBuffers: 17
grt_setup_unrepaired: "no"
finalWorstSetupSlack_ns: 1.22
area_leaders: "dfrtp_1, xor2_1, xnor2_1"
logic_area_um2: 283
regArea_um2: 801
ios: 19
drt_wl_total_um: 1940
cts_hold_buf: 0
grt_max_degree: 33
finalClockPeriodUsage_pct: 57.8
dp_cells: 199
r2r_slack_ns: 1.38
drive_above_1_share_pct: 11.8
ctsHtreeMaxLevel: 2
numCtsBuffers: 5
tool_warnings: 26
synth_seq_share_pct: 72.6
worstPathMaxFanout: 1
top_area_share_pct: 72.6
grt_usage_pct: 3.23
slew_viol_final: 0
syn_area_mm2: 0.00110
cts_buffer_depth: 2
cts_tree: "built"
core_util_floorplan_pct: 13.3
ant_nets: 0
n_fill_cell: 892
setup-violations-final: 0
core_area_mm2: 0.00830
area_growth_pct: 38.1
drt_iter0_drc: 50
die-area_mm2: 0.0128
min_period_ns: 1.68
yosysWarnings: 2
via_count: 615
yosysCellCount: 76
critPathBufInv: 1
tightest_slew_ns: 0.393
synth_cells: 76
criticalPathCategory: "reg -> out"
p_per_area_mw_per_mm2: 575
wl_per_cell_um: 9.35
top_cell: "dfrtp_1"
postCtsSetupBuffers: 0
min-delay-start: "address[15]"
chipHeight_um: 113
whs_endpoint: "nextAddress[15]"
crit_family: "buffers and inverters"
antenna-diode-count: 0
skew_ns: 0.0103
antenna_found_initial: 0
post-place-ws_ns: 1.38
vdd_drop_max_mv: 0.224
dpl.hpwl_um: 1370
syn_area_per_cell_um2: 14.5
fin_cells: 207
worstSkewPairLatency_ns: 0.28
fmax_ghz: 0.597
leakage_nw: 0.683
route.met3.wl_um: 223
r2r_start: "address[0]"
holdCritPathClass: "reg -> reg"
hold_depth: 0
required_ns: 2.32
finalSetupTns_ns: 0
async_flop_share_pct: 100
ff_type: "dfrtp_1"
core.rowCount: 33
cts-root-buf: "clkbuf_8"
grt_pass1_wl_um: 3440
clock_sinks: 32
r2r_cells: 4
highest_layer: "met4"
critPathLaunchType: "flop"
yosysTopAreaCell: "dfrtp_1"
path_cells: "clkdlybuf4s50_1"
max_stage_delay_ns: 0.47
place_congestion: 0.754
firstDrtPassIters: 4
finalHoldViolCount: 0
ys_ff: 32
critPathSlowestCell: "clkdlybuf4s50_1"
end_kind: "output pin"
maxCapViolations: 0
max_slew_margin_pct: 73.8
cp.arrival_ns: 1.10
wl_met1_um: 867
worstReg2RegEnd: "address[12]"
## per-layer routing
layer | vias to the layer above | track usage, %
met5 | - | 0
met1 | 286 | 4.07
li1 | 308 | -
met3 | 5 | 1.92
met4 | 0 | 0.592
met2 | 16 | 4.72
## state kept, by name (all words and copies together) (netlist names)
signal,count
nextAddress,16
address,16
## worst max-delay path by stage
stage	startpoint	end	slack [ns]	cells past startpoint
final	nextAddress[1]	bus[1]	1.22	1
after global routing	nextAddress[1]	bus[1]	1.17	1
after CTS	nextAddress[5]	bus[5]	1.20	1
## placed cells by master, fill, tap and decap left out, types with 4 or more instances in the layout
| master | instances |
|---|---|
| clkbuf_8 | 5 |
| clkdlybuf4s50_1 | 17 |
| dfrtp_1 | 32 |
| inv_1 | 5 |
| nand2_1 | 4 |
| nand3_1 | 4 |
| nor3_1 | 4 |
| xnor2_1 | 5 |
| xor2_1 | 9 |
## power by group
part	internal [mW]	leakage [nW]	switching [mW]
clock	0.254	0.0541	0.164
sequential	0.446	0.414	0
combinational	0.00215	0.215	0.00827
total	0.702	0.683	0.173
## metrics by stage
step                      hold slack [ns]  utilization (%)  area (um^2)
after floorplan                     0.372                -         1100
after global routing                0.432             18.3         1520
after detailed placement            0.393             17.0         1410
final                               0.412             18.3         1520
after CTS                           0.410             18.3         1520
after global placement              0.386             17.0         1410
## kinds of logic (layout without fill, tap and decap cells)
family                   Yosys count  after routing  synth area share (%)
adder cells (fa/ha/maj)            1              1                  1.13
AND/OR/NAND/NOR                   24             24                  13.4
flip-flops                        32             32                  72.6
buffers and inverters              5             31                  1.70
XOR/XNOR                          14             14                  11.1
## layout make-up
cell class,count,area share [%]
clock inverters,3,2.79
clock buffers,5,4.52
flip-flops and latches,32,52.6
well taps,105,8.63
multi-input cells,39,18.6
repair buffers,18,11.7
inverters,5,1.23
Power is estimated from default activity; no workload was simulated.

**flow/design.v**
```verilog
module register(index, bus, rEn, wEn, reset);
	input wire reset, wEn, rEn;
	input wire[3:0] index;
	inout [15:0] bus;
	reg[3:0] fixedIndex;
	reg[15:0] register [3:0];
	always @(posedge wEn or posedge reset)
	begin
		if(reset == 1)
		begin
			register[0] <= 16'd0;
			register[1] <= 16'd0;
			register[2] <= 16'd0;
			register[3] <= 16'd0;
		end
		else register[index] <= bus;
	end
	always @(posedge rEn or posedge reset)
	begin
		if(reset == 1) fixedIndex <= 4'd0;
		else fixedIndex <= index;
	end
	assign bus = rEn == 1 ? register[fixedIndex] : 16'bz;
endmodule
```
**flow/run.sh**
```bash
#!/bin/bash
# OpenROAD 26Q1-2900-gdf79404cd8, Yosys 0.63+post, stock flow scripts
make -C /OpenROAD-flow-scripts/flow DESIGN_CONFIG=/design/flow/config.mk WORK_HOME=/design/flow/orfs finish
```
**flow/config.mk**
```make
export PLATFORM = sky130hd
export DESIGN_NAME = register
export DESIGN_NICKNAME = register
export VERILOG_FILES = /design/flow/design.v
export SDC_FILE = /design/flow/constraint.sdc
export NUM_CORES = 4
export LEC_CHECK = 1
export CORE_UTILIZATION = 50
```
**flow/constraint.sdc**
```tcl
current_design register

set clk_period 2.7
set clk_io_pct 0.2

create_clock -name clk0 -period $clk_period [get_ports {rEn}]
create_clock -name clk1 -period $clk_period [get_ports {wEn}]

set non_clock_inputs [all_inputs -no_clocks]
set_input_delay [expr $clk_period * $clk_io_pct] -clock clk0 $non_clock_inputs
set_output_delay [expr $clk_period * $clk_io_pct] -clock clk0 [all_outputs]
```
==> impl_metrics.json <==
{
  "placed_cells": 474,
  "p_int_uw": 2350,
  "clock-sinks": 66,
  "floorplan.core_util_pct": 51.6,
  "num_antenna_cells": 0,
  "relSlewSlack_pct": 45.9,
  "end_kind": "primary output",
  "whs_ns": 0.514,
  "fin_cells": 492,
  "final-comb-area_um2": 1850,
  "numSynthFlops": 66,
  "syn_area_per_cell_um2": 9.44,
  "final_hold_viol_count": 0,
  "yosysChipArea_um2": 3720,
  "antenna_found_initial": 0,
  "drive_above_1_share_pct": 15.3,
  "coreArea_um2": 7210,
  "drt_iter0_drc": 233,
  "synth_warnings": 3,
  "seqPwrFrac_pct": 44.2,
  "drtPass1Iterations": 4,
  "cp-start-kind": "flop",
  "die_w_um": 88.3,
  "core.rowCount": 31,
  "pwr-share-comb_pct": 25.2,
  "finalSetupViolCount": 0,
  "grt_use_total_pct": 26.0,
  "report.final.slew_viol_count": 0,
  "drc_errors": 0,
  "leakage_uw": 0.00158,
  "grt_start_max_net_pins": 67,
  "p_total_uw": 3400,
  "status": "complete, no violations",
  "power_switching_share_pct": 30.7,
  "clkPwrFrac_pct": 30.6,
  "clkTransAtPathRegs_ns": 0.07,
  "stage_log_warnings": 28,
  "die_h_um": 88.3,
  "viasPerCell": 6.21,
  "ys_types": 39,
  "ys_seq_share_pct": 44.4,
  "critPathKind": "reg -> out",
  "avgRoutedWirePerCell_um": 18.9,
  "worstPathRequired_ns": 2.16,
  "postRouteWirelength_mm": 9.28,
  "regArea_um2": 1650,
  "final_core_util_pct": 56.4,
  "cts_tree": "built",
  "hp-class": "reg -> reg",
  "worstPathMaxFanout": 43,
  "place_hpwl_mm": 5.85,
  "die-area_um2": 7790,
  "grt_pass1_wl_mm": 14.9,
  "tightestPinTransition_ns": 0.812,
  "fin_skew_ns": 0.00640,
  "grt_pass1_vias": 2868,
  "p_switching_uw": 1040,
  "grt.overflow.total": 0,
  "gp_congestion": 0.813,
  "ant_nets": 0,
  "ir_drop_mv": 0.522,
  "postCtsHoldBufs": 0,
  "p_per_area_nw_per_um2": 835,
  "area_delta_synth_final_pct": 9.42,
  "cts_resized": 0,
  "portBuffers": 3,
  "syn_area_um2": 3720,
  "setup_tns_ns": 0,
  "fillers": 636,
  "postCtsSetupRepairBufs": 0,
  "cp.arrival_ns": 1.81,
  "pin_count": 23,
  "rsz0062_at_grt": "no",
  "num_vias": 3056,
  "maxCapViolCount": 0,
  "postSynthCellCount": 394,
  "ys_cells": 394
}
-- cell usage in the layout, fill, tap and decap left out, types with 2 or more instances in the layout --
cell             Yosys  final
dfrtp_1             66     64
a21oi_1             53     53
nor2_1              42     42
o22ai_1             38     38
a211oi_1            17     17
a2bb2oi_1           15     15
mux2_2              14     14
clkbuf_8             0     14
buf_4                5     14
nor2b_1             12     12
mux2i_1             11     11
nand2b_1            10     10
o21ai_0              9      9
nor2_2               8      8
a22oi_1              8      8
a221o_1              8      8
nand2_1              7      7
o2bb2ai_1            7      7
o21ai_1              7      7
and3_1               4      4
clkdlybuf4s50_1      0      3
nand3b_1             2      2
nand3_1              2      2
o211ai_1             2      2
o31ai_1              2      2
bufinv_16            0      2
dfrtp_2              0      2
buf_12               0      2
-- synth_stat cells --
cell type | instances | area share [%]
or4b_4 | 1 | 0.37
nor2_2 | 8 | 1.3
buf_2 | 22 | 3.0
nand2_1 | 7 | 0.71
and2_1 | 1 | 0.17
nor2b_1 | 12 | 2.0
inv_1 | 1 | 0.10
o21ai_0 | 9 | 1.2
buf_4 | 5 | 1.0
nand2b_1 | 10 | 1.7
o31ai_1 | 2 | 0.40
nand3_1 | 2 | 0.27
clkinv_1 | 1 | 0.10
or4b_1 | 1 | 0.27
clkbuf_1 | 7 | 0.71
a31oi_1 | 1 | 0.17
nand3b_1 | 2 | 0.40
and3_1 | 4 | 0.67
dfrtp_1 | 66 | 44
o2bb2ai_1 | 7 | 1.6
mux2i_1 | 11 | 3.0
mux2_2 | 14 | 4.2
nor2_1 | 42 | 4.2
o21ai_1 | 7 | 0.94
and2b_1 | 1 | 0.20
a21oi_1 | 53 | 7.1
nand4b_1 | 1 | 0.24
or2_1 | 1 | 0.17
a22oi_1 | 8 | 1.6
a2bb2oi_1 | 15 | 3.5
clkbuf_2 | 1 | 0.13
buf_6 | 3 | 0.91
a211oi_1 | 17 | 3.4
o22ai_1 | 38 | 6.4
o211ai_1 | 2 | 0.40
nand3b_2 | 1 | 0.30
or3b_1 | 1 | 0.24
a221o_1 | 8 | 2.2
and2_0 | 1 | 0.17
-- cell families after synthesis --
kind of cell,after synthesis,synth area share [%]
buffers and inverters,40,5.92
AND/OR/NAND/NOR,96,13.5
flip-flops,66,44.4
multiplexers,25,7.20
AND-OR/OR-AND,167,29.0
-- path summary, 6_finish.rpt --
| kind | startpoint | end | slack (ns) | cells after the start |
|---|---|---|---|---|
| max | fixedIndex[1] | bus[12] | 0.35 | 4 |
| min | register[1][2] | register[1][2] | 0.51 | 1 |
| max reg2reg | fixedIndex[1] | register[0][8] | 0.79 | 4 |
| min reg2reg | register[1][2] | register[1][2] | 0.51 | 1 |
| max in group clk1 | index[1] | register[2][5] | 0.62 | 4 |
| max in group asynchronous | reset | fixedIndex[0] | 1.70 | 3 |
| min in group asynchronous | reset | register[2][6] | 0.57 | 3 |
| min in group clk0 | index[0] | fixedIndex[0] | 1.04 | 1 |
-- final cells by class --
class                      instances  area share [%]
sequential                        66            40.6
tap                               99            3.04
multi-input combinational        288            45.4
clock buffer                      15            4.83
clock inverter                     3            1.60
inverter                           2           0.184
timing repair buffer              19            4.30
-- registers in the layout, summed over array words and instances (netlist names) --
signal / count
fixedIndex: 2
register: 64
-- through the flow --
stage	setup WS (ns)	cell area [µm²]
finish	0.354	4070
CTS	0.356	4070
floorplan	0.505	3720
detailed placement	0.286	3810
global route	0.251	4070
global placement	0.300	3810
-- routing by layer --
| layer | track usage (%) | part of all wire (%) |
|---|---|---|
| met4 | 3.96 | 1.2 |
| met1 | 41.7 | 47 |
| met2 | 39.2 | 46 |
| met5 | 0 | 0 |
| met3 | 5.30 | 5.6 |
-- power groups by stage --
stage / sequential (µW) / combinational, µW / clock [µW]
after CTS: 1500 / 857 / 1060
final: 1500 / 856 / 1040
after global routing: 1540 / 957 / 1100
-- worst max-delay path: stages, from the launching register on --
cell and delay, ns:
dfrtp_2 0.72, buf_12 0.30, mux2_2 0.40, nor2_1 0.10
a21oi_1 0.06
Power is estimated from default activity; no workload was simulated.
